==> flow/design.v <==
`timescale 1ns / 1ps
module cpu_bit(
input wire clk,
input wire rst,
input wire[18:0]instruction,
output reg [18:0] data_out,
output reg[18:0] pc,
output wire[18:0] addr
    );
    reg [18:0] r0,r1,r2,r3,r4,r5,r6,r7,r8,r9,r10,r11,r12;
    reg[18:0]memory[255:0];
    reg [4:0] opcode;
    reg[3:0] rs1,rs2,rd;
    reg[7:0] addr_imm;
    reg[18:0] tmp;
    parameter [18:0] enc_key=19'h1f1f1;
    initial pc=19'b0;
    always@(*) begin
     opcode=instruction[18:14];
     rs1=instruction[13:10];
     rs2=instruction[9:6];
     addr_imm=instruction[7:0];
    end
    always@(posedge clk or posedge rst) begin
    if(rst) begin
     pc<=19'b0;
     data_out<=19'b0;
    end
    else begin
    pc<=pc+1;
    case(opcode)
    5'b00000: begin
              r0<=rs1+rs2;
              rd<=r0;
              data_out<=rd;
              end
    5'b00001: begin
              r1<=rs1-rs2;
              rd<=r1;
              data_out<=rd;
              end
    5'b00010: begin
              r2<=rs1*rs2;
              rd<=r2;
              data_out<=rd;
              end
    5'b00011: begin
              r3<=rs1/rs2;
              rd<=r3;
              data_out<=rd;
              end
    5'b00100: begin
              r4<=rs1+1;
              rd<=r4;
              data_out<=rd;
              end
    5'b00101: begin
              r5<=rs1-1;
              rd<=r5;
              data_out<=rd;
              end
    5'b00110: begin
              r6<=rs1&rs2;
              rd<=r6;
              data_out<=rd;
              end
    5'b00111: begin
              r7<=rs1|rs2;
              rd<=r7;
              data_out<=rd;
              end
    5'b01000: begin
              r8<=rs1^rs2;
              rd<=r8;
              data_out<=rd;
              end
    5'b01001: begin
              r9<= ~rs1;
              rd<=r9;
              data_out<=rd;
              end
    5'b01010: pc<=addr_imm;
    5'b01011: begin
              if(rs1==rs2)
                pc<=addr_imm;
              end
    5'b01100: begin
              if(rs1!=rs2)
                pc<=addr_imm;
              end
    5'b01101: begin
                memory[pc]<=pc+1;
                pc<=addr_imm;
              end
    5'b01110: pc<= memory[pc];
    5'b01111: begin
               r10<=memory[addr_imm];
               rd<=r10;
               data_out<=rd;
              end 
    5'b10000: memory[addr_imm]<=rs1;
    5'b10010: begin
                r11<=rs2^enc_key;
                rd<=r11;
                data_out<=rd;
              end 
    5'b10011: begin
                r12<=rs2^enc_key;
                rd<=r12;
                data_out<=rd;
              end 
    default: data_out<=data_out;        
    endcase
    end
    end
    assign addr= addr_imm;
endmodule
==> flow/run.sh <==
#!/bin/bash
# OpenROAD 26Q1-2900-gdf79404cd8, Yosys 0.63+post, stock flow scripts
make -C /OpenROAD-flow-scripts/flow DESIGN_CONFIG=/design/flow/config.mk WORK_HOME=/design/flow/orfs finish
==> flow/config.mk <==
export PLATFORM = sky130hd
export DESIGN_NAME = cpu_bit
export DESIGN_NICKNAME = cpu_bit
export VERILOG_FILES = /design/flow/design.v
export SDC_FILE = /design/flow/constraint.sdc
export NUM_CORES = 4
export LEC_CHECK = 1
export CORE_UTILIZATION = 40
==> flow/constraint.sdc <==
current_design cpu_bit

set clk_period 16.2
set clk_io_pct 0.2

create_clock -name clk0 -period $clk_period [get_ports {clk}]

set non_clock_inputs [all_inputs -no_clocks]
set_input_delay [expr $clk_period * $clk_io_pct] -clock clk0 $non_clock_inputs
set_output_delay [expr $clk_period * $clk_io_pct] -clock clk0 [all_outputs]
==> results.sh <==
# source this file to load flow results
export IMPL_grt_pass1_wl_um=2730000
export IMPL_yosysTopAreaCell="edfxtp_1"
export IMPL_synthDistinctLibCells=113
export IMPL_yosysWarnings=2
export IMPL_grt_pass1_vias=222022
export IMPL_cts_root_buf="clkbuf_16"
export IMPL_tool_error="[ERROR GRT-0116] Global routing finished with congestion. Check the congestion regions in the DRC Viewer."
export IMPL_chipHeight_um=701
export IMPL_io_buffers=51
export IMPL_stop_stage="5_1_grt"
export IMPL_place_gp_congestion=1.37
export IMPL_seq_area_frac_synth=0.759
export IMPL_grt_max_degree=125
export IMPL_clock_sinks=4943
export IMPL_grt_use_total=0.923
export IMPL_ys_flops=4943
export IMPL_synth_area_um2=195000
export IMPL_ys_area_um2=195000
export IMPL_syn_avg_cell_area_um2=16.1
export IMPL_num_io_pins=78
export IMPL_rows=256
export IMPL_synth_edff_count=4920
export IMPL_dp_hpwl_um=1360000
export IMPL_ff_type="edfxtp_1"
export IMPL_gr_total_overflow=8464
export IMPL_die_w_um=701
export IMPL_synthCells=12161
export IMPL_cts_buffers=541
export IMPL_status="did not finish"
export IMPL_ys_cells=12161
export IMPL_yosysTopAreaCellShare=0.756
export IMPL_synth_area_top_cells="edfxtp_1 (76%), a22oi_1 (4.8%), a221oi_1 (3.3%)"
export IMPL_htreeDepth=6
export IMPL_async_flop_share=0.00465
export IMPL_initCoreUtil=0.402
export IMPL_cts_buffer_depth=4
## cell usage after synthesis (all sizes together), types with 92 or more instances
cell       n
edfxtp  4920
a22oi   1239
nor2     799
a221oi   747
a22o     746
clkbuf   675
nand4    434
nor3     340
a21oi    284
nand3    246
nand2    194
o22ai    191
buf      185
nor4     161
a32oi    102
ha        95
o21ai     92
## metrics by stage
step	instances	cell area (um^2)	hold WS (ns)	setup WS [ns]
detailed placement	20106	223000	0.464	-17.13
CTS	21174	241000	0.456	-13.97
floorplan	12199	196000	0.454	-15.78
global placement	20105	223000	0.459	-18.79
## metal layers
layer / GRT overflow / track usage
met2: 2809 / 0.979
met4: 1899 / 0.890
met1: 1715 / 0.910
met5: 231 / 0.828
met3: 1810 / 0.894
## cell families after synthesis
kind of cell / synth area share
flip-flops: 0.759
other: 0.0000192
adder cells (fa/ha/maj): 0.00634
XOR/XNOR: 0.00318
buffers and inverters: 0.0184
AND/OR/NAND/NOR: 0.0604
multiplexers: 0.00268
AND-OR/OR-AND: 0.150
## timing repair
action                     in CTS
gates resized                  85
buffers inserted              100
pin swaps                      54
hold buffers                    0
hold endpoints to repair        0
setup endpoints to repair       4
gates cloned                    0
